==> /design/flow/design.v <==
module u_3_3_matrix
(
	input clk,
	input rst,
	input ce,
	input [7:0] data_line_0,data_line_1,data_line_2,
	output reg [7:0] data11,data12,data13,data21,data22,data23,data31,data32,data33
);
always @(posedge clk)
begin
	if(!rst)
		begin
			data11<=0;
			data12<=0;
			data13<=0;
			data21<=0;
			data22<=0;
			data23<=0;
			data31<=0;
			data32<=0;
			data33<=0;
		end
	else if(ce)
		begin
			data11<=data_line_0;
			data12<=data_line_1;
			data13<=data_line_2;
			data21<=data11;
			data22<=data12;
			data23<=data13;
			data31<=data21;
			data32<=data22;
			data33<=data23;		
		end
	else
		begin
			data11<=data11;
			data12<=data12;
			data13<=data13;
			data21<=data21;
			data22<=data22;
			data23<=data23;
			data31<=data31;
			data32<=data32;
			data33<=data33;		
		end
end
endmodule
==> /design/flow/run.sh <==
#!/bin/bash
# OpenROAD 26Q1-2900-gdf79404cd8, Yosys 0.63+post, stock flow scripts
make -C /OpenROAD-flow-scripts/flow DESIGN_CONFIG=/design/flow/config.mk WORK_HOME=/design/flow/orfs finish
==> /design/flow/config.mk <==
export PLATFORM = sky130hd
export DESIGN_NAME = u_3_3_matrix
export DESIGN_NICKNAME = u_3_3_matrix
export VERILOG_FILES = /design/flow/design.v
export SDC_FILE = /design/flow/constraint.sdc
export NUM_CORES = 4
export LEC_CHECK = 1
export CORE_UTILIZATION = 30
==> /design/flow/constraint.sdc <==
current_design u_3_3_matrix

set clk_period 1.0
set clk_io_pct 0.2

create_clock -name clk0 -period $clk_period [get_ports {clk}]

set non_clock_inputs [all_inputs -no_clocks]
set_input_delay [expr $clk_period * $clk_io_pct] -clock clk0 $non_clock_inputs
set_output_delay [expr $clk_period * $clk_io_pct] -clock clk0 [all_outputs]
==> impl_metrics.json <==
{
  "yosys.stat.chipArea_um2": 2760,
  "synth-seq-area-share_pct": 52.2,
  "route.detailed.vias_per_inst": 4.15,
  "antenna_found_initial": 0,
  "placementRows": 34,
  "netlist.top_cell.by_area": "sky130_fd_sc_hd__dfxtp_1",
  "crit_slowest_cell": "sky130_fd_sc_hd__dfxtp_2",
  "leakage_power_total_nw": 2.03,
  "synth_area_um2": 2760,
  "routed_length_on_met2_um": 2320,
  "ioPinCount": 99,
  "worst_min_delay_path_category": "input pin to register",
  "post_cts_hold_buffer_count": 0,
  "multi_input_comb_area_um2": 1170,
  "grt_setup_unrepaired": "true",
  "drive_gt1_share_pct": 56.6,
  "gp_congestion": 0.725,
  "path_delay_family": "flip-flops",
  "fmax_ghz": 1.02,
  "finalCritPeriodShare_pct": 97.7,
  "synth.yosys.num_cells": 232,
  "criticalPathCategory": "register to primary output",
  "timing.critical_path.to_type": "primary output",
  "die_w_um": 97.9,
  "r2r_setup_slack_ns": 0.13,
  "first_global_vias": 2014,
  "slew_headroom_pct": 83.4,
  "grt_max_degree": 73,
  "route.detailed.drc": 0,
  "cts.reportedPaths.clkPinSlew_ns": 0.08,
  "dr.max_layer_used": "met4",
  "path_cells": "buf_2",
  "synth_cells": 232,
  "cp_max_fo": 2,
  "postSynthAreaPerCell_um2": 11.9,
  "tritoncts": "built",
  "timing.final.crit_period_ns": 0.977,
  "final.hold.worst_slack_ns": 0.349,
  "cts_sinks": 72,
  "arrival_ns": 0.78,
  "nFillCells": 824,
  "sequential_standard_cell_area_um2": 1530,
  "yosysWarningCount": 1,
  "synth.top_cell.area_share_pct": 52.2,
  "worst-path-buf-inv": 1,
  "critical_path.max_stage_delay_ns": 0.33,
  "drt_pre_antenna_iters": 23,
  "wire_length_of_the_first_global_routing_pass_um": 9690,
  "postRouteWirelength_um": 5890,
  "syn_to_final_growth_pct": 50.0,
  "place_hpwl_um": 3950,
  "vias": 2064,
  "place.port_buffers": 98,
  "detailedRoute.firstIterationViolations": 41,
  "average_wire_per_cell_in_the_routed_design_um": 11.8,
  "timing.final.hold_violations": 0,
  "power_mw": 5.99,
  "peakVddDrop_uv": 715,
  "cts_htree_levels": 3,
  "synth_cell_types": 7,
  "critPathLaunchType": "register",
  "core_footprint_um2": 8810,
  "timing.final.max_slew_violations": 0,
  "overflow": 0,
  "insertedDiodeCount": 0,
  "stage_log_warnings": 27,
  "tightest_slew_ns": 0.249,
  "power-per-cell-area_nw_per_um2": 1450,
  "fp_util_pct": 31.3,
  "dieArea_um2": 9590,
  "met3RoutedLength_um": 609,
  "setup_viol": 0,
  "met1Wirelength_um": 2890,
  "worst-endpoint-required_ns": 0.80,
  "topCellsByArea": "sky130_fd_sc_hd__dfxtp_1 52%, sky130_fd_sc_hd__mux2i_1 26%, sky130_fd_sc_hd__nor2b_1 16%, sky130_fd_sc_hd__buf_8 3.8%, sky130_fd_sc_hd__clkbuf_1 0.95%",
  "antenna_left": 0,
  "max-clock-path-buffers": 2,
  "tritoncts.num_buffers": 9,
  "clk-insertion-delay-late_ns": 0.34,
  "track_usage_pct": 12.7,
  "cap_violations": 0,
  "run_status": "finished clean",
  "die_height_um": 97.9,
  "clock_tree.root_cell": "sky130_fd_sc_hd__clkbuf_8",
  "synth-seq-cells": 72,
  "final.setup_skew_ns": 0.00912
}
[cells in the mapped netlist]
cell                       instances
sky130_fd_sc_hd__dfxtp_1          72
sky130_fd_sc_hd__mux2i_1          72
sky130_fd_sc_hd__nor2b_1          72
sky130_fd_sc_hd__buf_8             7
sky130_fd_sc_hd__clkbuf_1          7
sky130_fd_sc_hd__buf_6             1
sky130_fd_sc_hd__clkbuf_2          1
[power by group]
part / switching, mW / internal [mW] / leakage [nW]
logic: 0.247 / 0.463 / 1.32
clock network: 1.08 / 1.16 / 0.0887
registers: 0.0482 / 2.99 / 0.619
total: 1.38 / 4.62 / 2.03
[per-layer routing]
| metal | vias to the layer above | global-route usage [%] |
|---|---|---|
| met4 | 0 | 1.98 |
| met2 | 76 | 17.6 |
| met5 | - | 0 |
| met1 | 915 | 19.4 |
| met3 | 7 | 5.01 |
| li1 | 1066 | - |
[worst reg2reg max path: stages, from the launching register on]
cell	delay (ns)
sky130_fd_sc_hd__dfxtp_2	0.32
sky130_fd_sc_hd__buf_4	0.12
sky130_fd_sc_hd__buf_4	0.12
sky130_fd_sc_hd__mux2i_1	0.14
sky130_fd_sc_hd__nor2b_1	0.06
[worst paths after layout]
check	end	startpoint	cells past startpoint
worst max-delay path	data33[5]	data33[5]$_SDFFE_PN0P_	1
worst min-delay path	data22[1]$_SDFFE_PN0P_	rst	3
worst max register to register	data32[3]$_SDFFE_PN0P_	data22[3]$_SDFFE_PN0P_	4
worst min register to register	data33[1]$_SDFFE_PN0P_	data33[1]$_SDFFE_PN0P_	2
[what timing repair did]
action,in CTS,in global routing
setup buffers,7,1
setup endpoints to repair,72,36
resized,292,2
[sequential cells by signal, indices dropped and copies added (netlist names)]
name,count
data23,8
data21,8
data33,8
data22,8
data32,8
data13,8
data12,8
data31,8
data11,8
[area by class of cell]
class / instances / area share [%]
repair buffers: 157 / 26.7
clock buffers: 10 / 3.08
multi-input cells: 144 / 28.3
flip-flops and latches: 72 / 37.0
clock inverters: 6 / 1.69
well taps: 108 / 3.26
[placed cells by master, fill, tap and decap left out]
cell type / n
sky130_fd_sc_hd__buf_12: 3
sky130_fd_sc_hd__buf_2: 71
sky130_fd_sc_hd__buf_4: 57
sky130_fd_sc_hd__buf_6: 2
sky130_fd_sc_hd__bufinv_16: 1
sky130_fd_sc_hd__clkbuf_1: 1
sky130_fd_sc_hd__clkbuf_8: 9
sky130_fd_sc_hd__clkdlybuf4s50_1: 24
sky130_fd_sc_hd__clkinv_4: 2
sky130_fd_sc_hd__clkinvlp_4: 3
sky130_fd_sc_hd__dfxtp_2: 72
sky130_fd_sc_hd__mux2i_1: 72
sky130_fd_sc_hd__nor2b_1: 72
[through the flow]
step                      area (um2)  setup slack [ns]  std cells  setup TNS (ns)  utilization (%)
after global placement          4140           -0.0115        473         -0.0441             47.0
after floorplan                 2760             0.155        232               0                -
after CTS                       4120          -0.00362        496        -0.00362             46.8
after global routing            4140           -0.0254        497          -0.309             47.0
after detailed placement        4140          -0.00365        473        -0.00963             47.0
final                           4140            0.0231        497               0             47.0
[cells by family (layout without fill, tap and decap cells)]
logic type / count (synthesis) / in the layout / share of synthesized area, %
DFF: 72 / 72 / 52.2
and+or+nand+nor: 72 / 72 / 16.3
muxes: 72 / 72 / 26.1
buffers and inverters: 16 / 173 / 5.35
No activity file was given, so power comes from the tool's default toggle rates.
