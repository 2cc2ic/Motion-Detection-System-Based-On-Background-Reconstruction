`design.v`:
```
module u_media_value
(
	input clk,
	input rst,
	input ce,
	input [7:0] data11,data12,data13,data21,data22,data23,data31,data32,data33,
	output [7:0] final_media_data
);
wire [7:0] max_data1, mid_data1, min_data1; 
wire [7:0] max_data2, mid_data2, min_data2;
wire [7:0] max_data3, mid_data3, min_data3;
wire [7:0] max_min_data, mid_mid_data, min_max_data; 
u_sort unit0 
(  
.clk  (clk),  
.rst  (rst), 
.ce   (ce),   
.data1  (data11),   
.data2  (data12),   
.data3  (data13),    
.max_data (max_data1),  
.mid_data (mid_data1),  
.min_data (min_data1) 
); 
u_sort unit1
(  
.clk  (clk),  
.rst  (rst),  
.ce   (ce),   
.data1  (data21),   
.data2  (data22),   
.data3  (data23),    
.max_data (max_data2),  
.mid_data (mid_data2),  
.min_data (min_data2) 
); 
u_sort unit2
(  
.clk  (clk),  
.rst  (rst),  
.ce   (ce),   
.data1  (data31),   
.data2  (data32),   
.data3  (data33),    
.max_data (max_data3),  
.mid_data (mid_data3),  
.min_data (min_data3) 
); 
u_sort unit3
(  
.clk  (clk),  
.rst  (rst), 
.ce   (ce),    
.data1  (max_data1),   
.data2  (max_data2),   
.data3  (max_data3),    
.max_data (),  
.mid_data (),  
.min_data (max_min_data) 
); 
u_sort unit4
(  
.clk  (clk),  
.rst  (rst), 
.ce   (ce),    
.data1  (mid_data1),   
.data2  (mid_data2),   
.data3  (mid_data3),    
.max_data (),  
.mid_data (mid_mid_data),  
.min_data () 
); 
u_sort unit5
(  
.clk  (clk), 
.rst  (rst), 
.ce   (ce),    
.data1  (min_data1),   
.data2  (min_data2),   
.data3  (min_data3),    
.max_data (min_max_data),  
.mid_data (),  
.min_data ()
);
u_sort unit6
(  
.clk  (clk),  
.rst  (rst),  
.ce   (ce),   
.data1  (max_min_data),   
.data2  (mid_mid_data),   
.data3  (min_max_data),    
.max_data (),  
.mid_data (final_media_data),  
.min_data   () 
);
endmodule
module u_sort
(  
input	clk,
input	rst,
input	ce,    
input  [7:0] data1, data2, data3,  
output reg [7:0] max_data, mid_data, min_data 
); 
always@(posedge clk) 
begin  
	if(!rst)   
		begin   
			max_data <= 0;   
			mid_data <= 0;   
			min_data <= 0;   
		end  
	else if(ce)
		begin
			if(data1 >= data2 && data1 >= data3)    
				max_data <= data1;   
			else if(data2 >= data1 && data2 >= data3)    
				max_data <= data2;   
			else   
				max_data <= data3; 
			if((data1 >= data2 && data1 <= data3) || (data1 >= data3 && data1 <= data2))    
				mid_data <= data1;   
			else if((data2 >= data1 && data2 <= data3) || (data2 >= data3 && data2 <= data1))   
				mid_data <= data2;   
			else   
				mid_data <= data3;   
			if(data1 <= data2 && data1 <= data3)    
				min_data <= data1;   
			else if(data2 <= data1 && data2 <= data3)    
				min_data <= data2;   
			else    
				min_data <= data3;  
		end
	else	
		begin      
			max_data <= max_data;   
			mid_data <= mid_data;   
			min_data <= min_data;   		
		end 
end 
endmodule
```
`run.sh`:
```
#!/bin/bash
# OpenROAD 26Q1-2900-gdf79404cd8, Yosys 0.63+post, stock flow scripts
make -C /OpenROAD-flow-scripts/flow DESIGN_CONFIG=/design/flow/config.mk WORK_HOME=/design/flow/orfs finish
```
`config.mk`:
```
export PLATFORM = sky130hd
export DESIGN_NAME = u_media_value
export DESIGN_NICKNAME = u_media_value
export VERILOG_FILES = /design/flow/design.v
export SDC_FILE = /design/flow/constraint.sdc
export NUM_CORES = 4
export LEC_CHECK = 1
export CORE_UTILIZATION = 50
```
`constraint.sdc`:
```
current_design u_media_value

set clk_period 4.1
set clk_io_pct 0.2

create_clock -name clk0 -period $clk_period [get_ports {clk}]

set non_clock_inputs [all_inputs -no_clocks]
set_input_delay [expr $clk_period * $clk_io_pct] -clock clk0 $non_clock_inputs
set_output_delay [expr $clk_period * $clk_io_pct] -clock clk0 [all_outputs]
```
==> deck_impl_summary.md <==
Physical Implementation Snapshot

Hold path
  • Worst Hold Path Cells: 2
  • Worst Hold End: unit5.max_data[4]
  • HP Class: reg2reg
  • Hold_sp: unit5.max_data[4]

GRT
  • Remaining Overflow, GRT: 0
  • Largest net degree at the start of global routing: 61
  • Total track usage: approximately a third
  • First-pass GRT wire length: approximately 46 mm
  • Vias in the first global route: around 8300
  • Initial antenna violation count: 0

Cells and area
  • Fin util: between 50% and 60%
  • Area Overhead vs Synth: 14.78%
  • # fillers: 1709
  • Layout cell share with drive strength beyond 1: under 10%

Routing
  • ANT cells: 0
  • Met2 WL: about 13 mm
  • Met1 wire length: 13.88 mm
  • WL final: a little under 30 mm
  • Detailed router's first-iteration violation count: roughly 590
  • DR vias/cell: roughly 6.1
  • Mean routed wirelength per cell: 19.79 um
  • Vias: 8958
  • DRC: 0
  • Drt pass-1 iters: 25
  • Met3 WL: 1.667 mm
  • Max Used Layer: met4
  • DRT antenna net count: 0

Clocking
  • Hold-fix buffers, CTS: 0
  • Clock Path Buffers: 2
  • CTS tree: done
  • Post-cts sizing count: 0
  • CTS Root Cell: clkbuf_16
  • Postcts setup bufs: 0
  • H-tree depth: 3
  • Clk slew on worst S/H paths: 0.07 ns
  • Latency at later pin: 0.35 ns
  • # clock sinks: 104
  • Total CTS buffers: 9

Worst setup path
  • Worst R2R Start: unit4.mid_data[6]
  • Crit path DAT: 3.57 ns
  • CP max stage delay: 0.56 ns
  • Crit-path cells: clkdlybuf4s50_1 -> inv_1 -> ha_1 -> nor2b_1 -> o211ai_1 -> nand2_1 -> a21oi_2 -> a22o_1 -> mux2i_1 -> o221ai_1
  • Levels on crit path: 10
  • Flop2flop setup slack: 1.43 ns
  • Crit path DRT: 4.32 ns
  • Slowest-stage cell, CP: clkdlybuf4s50_1
  • CP max FO: 10
  • Crit path buf inv count: 2
  • Crit path capture type: flop
  • Worst Reg2Reg Path Length in Cells: 9
  • CP Launch Point: data12[1]
  • CP Class: in2reg
  • RR Endpoint: unit6.mid_data[1]
  • Top delay family on crit path: AND-OR/OR-AND gates
  • Worst setup SP type: input port

Final timing
  • Slew Viols, Final: 0
  • Hold Fails Final Rpt: 0
  • Final setup fails: 0
  • Min cycle time layout: 3.348 ns
  • Relative slew slack: 42.61%
  • FMAX: 0.2987 GHz
  • Measured slew at the worst slew-check pin: 0.8542 ns
  • RSZ-0062 raised after global routing: no
  • PnR worst setup slack: roughly 0.75 ns
  • Sum Neg Setup Slack: 0 ns
  • Skew final: 0.01018 ns
  • Cycle use final: 81.65%

Synth
  • Post-Synth Simple-Gate Area: 13.65%
  • Top cells by count: 168 x ha_1, 131 x inv_1, 107 x o21ai_0
  • Top cell area share: between 20% and 30%
  • Yosys Warn Count: 1
  • Yosys reg bits: 104
  • Yosys cell count: 1156
  • Count leader, synth: ha_1
  • Adder Share, Synth: 22.49%
  • Mux area share: 4.604%
  • Top FF cell, synth: dfxtp_1
  • Post-synth top area cell: ha_1
  • XOR-XNOR Cells, Area Fraction: 0.1874%
  • Post-synth EDFFs: 0
  • Sequential area share after synthesis: 22.27%
  • Top cells, area: ha_1 22%, dfxtp_1 22%, o21ai_0 5.7%
  • Mean cell area of the mapped netlist: 8.086 um^2
  • Post-synth ARST share: 0%
  • Post-synthesis cell type count: just under 60
  • YS chip area: 0.009348 mm^2
  • Syn Inst Count: roughly 1200
  • Main logic family after synthesis: AND-OR/OR-AND gates
  • AND-OR/OR-AND Cells, Area Fraction: 29.65%
  • Synth Cell Area: between 0.009 and 0.01 mm^2

Job
  • OpenROAD warning count: 26
  • Max_cap viols: 0

Outcome
  • Outcome: finished, final reports clean

Power
  • Pwr dens: 421.6 mW/mm^2
  • Overall power: about 4500 uW
  • Leak: 0.004675 uW
  • VDD IR max: roughly 0.00021 V

Floorplan
  • Die Ht: 138.7 um
  • Core Footprint: 0.01815 mm^2
  • Floorplan Utilization: 51.51%
  • Die Wd: ~140 um
  • IO Pins: 83
  • Die Area: a little under 0.02 mm^2
  • # rows: around 49

Placed design
  • DP Worst Slack: 0.4081 ns
  • Dpl hpwl: 22.95 mm
  • Port Buf Inserts: 82
  • Final Wtd Congestion: 0.9679
## cells by family (layout without fill, tap and decap cells)
logic type      count (synthesis)  in the layout
compound gates                414            414
buf+inv                       171            253
simple gates                  254            254
fa+ha+maj                     168            168
xor+xnor                        2              2
mux                            43             43
flops                         104            104
## where the power goes
part           switching [uW]  total [uW]  internal, uW
combinational            1260        2300          1030
sequential                233        1420          1180
clock                     386         811           426
## state kept, by name, summed over array words and instances, names as in the netlist
name	flops
unit0.max_data	8
unit0.mid_data	8
unit0.min_data	8
unit1.max_data	8
unit1.mid_data	8
unit1.min_data	8
unit2.max_data	8
unit2.mid_data	8
unit2.min_data	8
unit3.min_data	8
unit4.mid_data	8
unit5.max_data	8
unit6.mid_data	8
## through the flow
| stage | cells | cell area, um^2 | hold WS [ns] |
|---|---|---|---|
| 6_report | 1467 | 10730 | 0.4713 |
| 5_1_grt | 1467 | 10730 | 0.5092 |
| 4_1_cts | 1467 | 10730 | 0.4764 |
| 3_5_place_dp | 1451 | 10460 | 0.4634 |
| 3_3_place_gp | 1451 | 10460 | 0.4633 |
| 2_1_floorplan | 1156 | 9348 | 0.4326 |
## per-layer routing
metal	up-vias	track usage, %
met4	0	5.731
met2	252	49.37
met3	35	4.539
met5	-	0
li1	4524	-
met1	4147	47.20
## final cells by class
type / instances / area, um^2 / area share, %
clock buffer: 12 / 246.5 / 2.297
clock inverter: 4 / 20.02 / 0.1866
timing repair buffer: 105 / 993.5 / 9.260
sequential: 104 / 2082 / 19.41
inverter: 132 / 495.5 / 4.618
multi-input combinational: 881 / 6605 / 61.56
tap: 229 / 286.5 / 2.671
## how the worst max path moves through the flow
stage | slack, ns | end
final | 0.75 | unit0.mid_data[0]
after global routing | 0.62 | unit0.mid_data[5]
after CTS | 0.79 | unit0.mid_data[0]
## cells in the final DEF, fill, tap and decap left out, types with 14 or more instances in the layout
cell | Yosys | layout
ha_1 | 168 | 168
inv_1 | 131 | 131
o21ai_0 | 107 | 107
dfxtp_1 | 104 | 104
a21oi_1 | 96 | 96
clkdlybuf4s50_1 | 0 | 82
nand2_1 | 73 | 73
nor2_1 | 44 | 44
mux2i_1 | 43 | 43
nand4_1 | 34 | 34
nand3_1 | 32 | 32
a22oi_1 | 26 | 26
buf_4 | 1 | 23
and2_1 | 18 | 18
a221o_1 | 18 | 18
a221oi_1 | 18 | 18
nor2b_1 | 17 | 16
o221ai_1 | 16 | 16
o211a_1 | 16 | 16
o21ai_1 | 15 | 15
o211ai_1 | 14 | 14
a31oi_1 | 14 | 14
## tightest hold or removal path: cells and delay by family (launching register included)
kind	cells	cell delay (ns)
AND-OR/OR-AND	1	0.05
flip-flops	1	0.33
AND/OR/NAND/NOR	1	0.05
Power figures rest on the tool's default switching activity, not on a simulated workload.
