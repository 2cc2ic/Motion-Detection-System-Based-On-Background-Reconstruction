$ cat run.sh
#!/bin/bash
# OpenROAD 26Q1-2900-gdf79404cd8, Yosys 0.63+post, stock flow scripts
make -C /OpenROAD-flow-scripts/flow DESIGN_CONFIG=/design/flow/config.mk WORK_HOME=/design/flow/orfs finish
$ cat config.mk
export PLATFORM = sky130hd
export DESIGN_NAME = gray_shift
export DESIGN_NICKNAME = gray_shift
export VERILOG_FILES = /design/flow/design.v
export SDC_FILE = /design/flow/constraint.sdc
export NUM_CORES = 4
export LEC_CHECK = 1
export CORE_UTILIZATION = 50
$ cat constraint.sdc
current_design gray_shift

set clk_period 7.0
set clk_io_pct 0.2

create_clock -name clk0 -period $clk_period [get_ports {clk}]

set non_clock_inputs [all_inputs -no_clocks]
set_input_delay [expr $clk_period * $clk_io_pct] -clock clk0 $non_clock_inputs
set_output_delay [expr $clk_period * $clk_io_pct] -clock clk0 [all_outputs]
$ cat design.v
module gray_shift
(
	input clk,
	input rst,
	input ce,
	input [23:0] rgb,
	output [7:0] gray
);
wire [7:0] red;
wire [7:0] green;
wire [7:0] blue;
reg [15:0] gray_r,gray_g,gray_b;
reg [7:0] gray;
wire [15:0] gray_w;
assign red = rgb[23:16];
assign green = rgb[15:8];
assign blue = rgb[7:0];
assign gray_w = gray_r + gray_g + gray_b;
always@(posedge clk)
begin
    if(!rst)
		begin
			gray_r <= 0;
			gray_g <= 0;
			gray_b <= 0;
		end
    else if(ce)
		begin
			gray_r <= (red <<6) + (red <<3) + (red <<2) + red     ;
			gray_g <= (green<<7) + (green<<4) + (green<<2) + green;
			gray_b <= (blue <<4) + (blue <<3) + (blue <<2) + 1'b1 ;
		end
	else
		begin
			gray_r <= gray_r;
			gray_g <= gray_g;
			gray_b <= gray_b;
		end
end
always@(posedge clk)
begin
    if(!rst)
        gray <= 0;
    else if(ce)
		gray <= gray_w[15:8];
	else
		gray <= gray;
end
endmodule
==> metrics.csv <==
stage;metric;value;unit
run_status;outcome;completed;
layout;FILL cells;780;
placement;dpl cell area;5006;um^2
logic_synthesis;Synth cell types;49;
layout;share of layout cells above drive strength 1;3.148;%
worst_setup_path;family with the most delay on the worst path;adder cells;
worst_setup_path;crit path cell chain;clkdlybuf4s50_1, fa_1, fa_1, ha_1, or4_1, or3_1, o221ai_2, xor2_1, o21ai_1;
layout;Top cells excl fill/tap;ha_1 (68), inv_1 (52), dfxtp_1 (51);
grt;global-route wire length before repair;15970;um
placement;dpl ws;2.322;ns
worst_setup_path;Critical Path Most Common Cell;fa_1;
placement;Detailed Place HPWL;7653;um
worst_setup_path;startpoint types;input port;
logic_synthesis;# Cells Yosys;506;
logic_synthesis;Synth warnings;1;
floorplan;die width;97.42;um
cts;clock tree sinks;51;
cts;clk buf depth;2;
final_timing;Min Clock Period, post-route;4.340;ns
final_timing;highest clock rate;230.4;MHz
floorplan;Die Footprint;9490;um^2
worst_setup_path;Setup CP Type;input port to flip-flop;
logic_synthesis;Seq share, synth;22.43;%
logic_synthesis;area share, top type;22.43;%
route;DR vias;3559;
pwr;PD cells;215.5;nW/um^2
final_timing;Final Skew;0.01466;ns
grt;global route overflow;0;
logic_synthesis;YS chip area;4552;um^2
worst_hold_path;min-delay src;gray[1];
route;routed length per instance;14.39;um
worst_setup_path;crit path max fanout;5;
worst_setup_path;Crit. Startpoint;rgb[8];
final_timing;worst slew pin tran;0.7737;ns
grt;vias in the first global route;3298;
logic_synthesis;number of synthesized flops with an enable pin;0;
worst_setup_path;max incr delay on CP;0.60;ns
floorplan;initial core utilization;51.94;%
route;Post-DRT Antenna Nets;0;
grt;largest net degree at the start of global routing;43;
final_timing;final slew viol count;0;
layout;Layout area overhead;12.15;%
worst_hold_path;Worst Hold Class;flip-flop to flip-flop;
logic_synthesis;Synth Instances;506;
floorplan;die height;97.42;um
floorplan;site row count;34;
worst_setup_path;WP buf/inv;1;
placement;Inst Count DP;640;
route;drt first pass iters;4;
placement;GP Congestion;0.8533;
placement;port buffer count;34;
route;diode count;0;
layout;most frequent logic cell in the layout;ha_1;
cts;postcts setup bufs;0;
cts;Reg clk slew, reported paths;0.10;ns
worst_setup_path;CP required;7.18;ns
layout;fin area;5105;um^2
worst_setup_path;CP arrival;4.52;ns
cts;Post-CTS Hold Buffers;0;
layout;Flop area;1021;um^2
layout;logic area;3286;um^2
final_timing;final worst-path cycle share;61.99;%
grt;GRT Total Usage;21.58;%
floorplan;core area;8763;um^2
pwr;VDD IR max;0.1114;mV
final_timing;Hold Vio Cnt, Final;0;
logic_synthesis;Avg Cell Area, Syn;8.996;um^2
cts;CTS H-tree lvls;2;
logic_synthesis;Mapped Area;4552;um^2
pwr;Lkg Pwr;2.380;nW
worst_setup_path;worst r2r src;gray_g[2];
final_timing;endpoints failing setup;0;
route;Post-route DRC;0;
floorplan;IO Count;35;
layout;non-filler instance count after layout;648;
grt;initial antenna violation count;0;
route;WL final;9324;um
cts;clk root buf;clkbuf_8;
final_timing;post-route setup TNS;0;ns
worst_setup_path;slowest CP cell;fa_1;
cts;CTS tree;done;
route;Starting DRT DRC Count;106;
route;number of vias per cell;5.492;
cts;Num CTS Buffers;5;
cts;CTS resizes;0;
logic_synthesis;Synth area leader;dfxtp_1;
logic_synthesis;ys async rst share;0;%
logic_synthesis;Area contributors post-synth;dfxtp_1 (22%), ha_1 (19%), fa_1 (16%);
worst_setup_path;CP Capture Type;flip-flop;
final_timing;final worst slack;2.660;ns
final_timing;relative slew slack;48.23;%
job;tool warnings;28;
job;max_cap viols;0;
logic_synthesis;flops & latches, synth;51;
cts;Latency at later pin;0.30;ns
final_timing;RSZ-0062 raised after global routing;false;
logic_synthesis;Top FF cell, synth;dfxtp_1;
through the flow:
stage                     hold slack [ns]  total power [mW]  utilization, %
final                              0.4617             1.100           58.25
after global routing               0.4939             1.202           58.25
after CTS                          0.4669             1.111           58.25
after detailed placement           0.4420            0.9264           57.12
after global placement             0.4364            0.9229           57.12
after floorplan                    0.4014            0.7701               -
final cells by class:
class,count,share of cell area (%)
Sequential cell,51,20.00
Clock inverter,2,0.3186
Clock buffer,6,1.618
Timing Repair Buffer,38,7.157
Multi-Input combinational cell,390,64.36
Inverter,53,3.897
Tap cell,108,2.647
per-layer routing:
layer  vias to the layer above  wire length (um)  track usage (%)
met5                         -                 0                0
met4                         0               111            1.810
met3                         7               295            2.709
met2                        56              4103            32.92
met1                      1648              4813            35.82
li1                       1848                 -                -
flip-flops by register name (all words and copies together) (netlist names):
| register | count |
|---|---|
| gray_r | 15 |
| gray_g | 16 |
| gray | 8 |
| gray_b | 12 |
logic make-up (layout without fill, tap and decap cells):
logic type / Yosys count / count (layout) / synth area share (%)
fa+ha+maj: 105 / 105 / 34.96
compound gates: 120 / 120 / 16.85
simple gates: 131 / 131 / 13.36
flops: 51 / 51 / 22.43
mux: 16 / 16 / 3.546
xor+xnor: 18 / 18 / 3.463
buf+inv: 65 / 99 / 5.387
synth_stat cells, types with 9 or more instances:
library cell	instances
a211oi_1	9
a21oi_1	31
dfxtp_1	51
fa_1	37
ha_1	68
inv_1	52
mux2i_1	15
nand2_1	31
nor2_1	47
nor3_1	14
o21a_1	10
o21ai_0	30
xor2_1	10
power breakdown:
| part | switching [mW] | internal, mW |
|---|---|---|
| registers | 0.0333 | 0.334 |
| clock network | 0.100 | 0.0809 |
| logic | 0.297 | 0.255 |
| total | 0.430 | 0.670 |
final timing paths:
kind / to / slack (ns) / depth (start not counted)
max: gray_g[13] / 2.66 / 9
min: gray[1] / 0.46 / 2
max reg2reg: gray[7] / 4.07 / 8
min reg2reg: gray[1] / 0.46 / 2
tightest hold or removal path: stages, from the launching register on:
cell and delay, ns:
dfxtp_1 0.34, nand2_1 0.04, o21ai_0 0.05
Power is estimated from default activity; no workload was simulated.
